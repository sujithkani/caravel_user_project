==> ./design.v <==
`default_nettype none
`timescale 1ns / 1ps
module alu(
  input wire [31:0] a,
  input wire [31:0] b,
  input wire [2:0] funct3,
  input wire [6:0] funct7,
  input wire [6:0] opcode,
  output reg [31:0] result
);
  always @(*) begin
    case (funct3)
      3'b000: result = (opcode == 7'b0110011 && funct7 == 7'b0100000) ? a - b : a + b;   
      3'b111: result = a & b;                                                           
      3'b110: result = a | b;                                                           
      3'b100: result = a ^ b;                                                           
      3'b001: result = a << b[4:0];                                                     
      3'b101: result = (funct7 == 7'b0100000) ? $signed(a) >>> b[4:0] : a >> b[4:0];     
      3'b010: result = ($signed(a) < $signed(b)) ? 32'b1 : 32'b0;                        
      3'b011: result = (a < b) ? 32'b1 : 32'b0;                                           
      default: result = 32'hDEAD_BEEF;
    endcase
  end
endmodule
`timescale 1ns / 1ps
module rv32i_core #(parameter XLEN=32, REG_COUNT=32)(
  input wire clk,
  input wire rst,
  input wire [31:0] instr,
  input wire [31:0] mem_rdata,
  output reg signed [31:0] pc,
  output wire [31:0] mem_addr,
  output wire [31:0] mem_wdata,
  output wire mem_we
);
  reg [31:0] instr_reg;
  reg [31:0] pc_reg;
  wire [6:0] opcode = instr_reg[6:0];
  wire [4:0] rd     = instr_reg[11:7];
  wire [2:0] funct3 = instr_reg[14:12];
  wire [4:0] rs1    = instr_reg[19:15];
  wire [4:0] rs2    = instr_reg[24:20];
  wire [6:0] funct7 = instr_reg[31:25];
  wire signed [31:0] imm_i = $signed({{20{instr_reg[31]}}, instr_reg[31:20]});
  wire signed [31:0] imm_s = $signed({{20{instr_reg[31]}}, instr_reg[31:25], instr_reg[11:7]});
  wire signed [31:0] imm_b = $signed({{19{instr_reg[31]}}, instr_reg[31], instr_reg[7], instr_reg[30:25], instr_reg[11:8], 1'b0});
  wire [31:0]         imm_u = {instr_reg[31:12], 12'b0};
  wire signed [31:0] imm_j = $signed({{11{instr_reg[31]}}, instr_reg[31], instr_reg[19:12], instr_reg[20], instr_reg[30:21], 1'b0});
  wire [31:0] reg_rdata1, reg_rdata2;
  wire [31:0] writeback_data;
  wire writeback_en;
  reg_file regfile (
    .clk(clk),
    .rs1(rs1),
    .rs2(rs2),
    .rd(rd),
    .we(writeback_en),
    .wd(writeback_data),
    .rd1(reg_rdata1),
    .rd2(reg_rdata2)
  );
  wire [31:0] alu_operand_b = (opcode == 7'b0010011 || opcode == 7'b0000011 || opcode == 7'b1100111) ? imm_i :
                              (opcode == 7'b0100011) ? imm_s :
                              reg_rdata2;
  wire [31:0] alu_result;
  alu alu_inst (
    .a(reg_rdata1),
    .b(alu_operand_b),
    .funct3(funct3),
    .funct7(funct7),
    .opcode(opcode),
    .result(alu_result)
  );
  assign writeback_en = (opcode == 7'b0010011 ||   
                         opcode == 7'b0110011 ||   
                         opcode == 7'b0000011 ||   
                         opcode == 7'b1101111 ||   
                         opcode == 7'b1100111 ||   
                         opcode == 7'b0010111 ||   
                         opcode == 7'b0110111);    
  assign writeback_data = (opcode == 7'b0000011) ? mem_rdata :
                          (opcode == 7'b1101111 || opcode == 7'b1100111) ? pc_reg + 4 :
                          (opcode == 7'b0010111 || opcode == 7'b0110111) ? imm_u :
                          alu_result;
  reg [31:0] mem_addr_reg, mem_wdata_reg;
  reg mem_we_reg;
  assign mem_addr  = mem_addr_reg;
  assign mem_wdata = mem_wdata_reg;
  assign mem_we    = mem_we_reg;
  reg branch_taken;
  reg signed [31:0] branch_target;
  always @(*) begin
    branch_taken  = 0;
    branch_target = pc_reg + 4;
    if (opcode == 7'b1100011) begin
      case (funct3)
        3'b000: branch_taken = (reg_rdata1 == reg_rdata2);
        3'b001: branch_taken = (reg_rdata1 != reg_rdata2);
        3'b100: branch_taken = ($signed(reg_rdata1) < $signed(reg_rdata2));
        3'b101: branch_taken = ($signed(reg_rdata1) >= $signed(reg_rdata2));
        3'b110: branch_taken = (reg_rdata1 < reg_rdata2);
        3'b111: branch_taken = (reg_rdata1 >= reg_rdata2);
      endcase
      branch_target = pc_reg + imm_b;
    end
  end
  always @(posedge clk or posedge rst) begin
    if (rst) begin
      pc <= 0;
      pc_reg <= 0;
      instr_reg <= 0;
      mem_addr_reg <= 0;
      mem_wdata_reg <= 0;
      mem_we_reg <= 0;
    end else begin
      pc_reg <= pc;
      instr_reg <= instr;
      case (opcode)
        7'b1100011: pc <= branch_taken ? branch_target : pc_reg + 4;
        7'b1101111: pc <= pc_reg + imm_j;
        7'b1100111: pc <= (reg_rdata1 + imm_i) & ~32'b1;
        default:    pc <= pc_reg + 4;
      endcase
      mem_we_reg <= 0;
      case (opcode)
        7'b0100011: begin
          mem_addr_reg  <= reg_rdata1 + imm_s;
          mem_wdata_reg <= reg_rdata2;
          mem_we_reg    <= 1;
        end
        7'b0000011: begin
          mem_addr_reg <= reg_rdata1 + imm_i;
        end
      endcase
    end
  end
endmodule
`timescale 1ns/1ps
module reg_file (input wire clk, input wire [4:0] rs1, rs2, rd, input wire we, input wire [31:0] wd, output wire [31:0] rd1, rd2);
  reg [31:0] regs [0:31];
  integer i;
  initial begin
    for (i=0; i<32; i=i+1)
      regs[i]=0;
  end
  assign rd1=(rs1==0)?0:regs[rs1];
  assign rd2=(rs2==0)?0:regs[rs2];
  always @(posedge clk) begin
    if (we && rd!=0)
      regs[rd]<=wd;
  end
endmodule
==> ./run.sh <==
#!/bin/bash
# OpenROAD 26Q1-2900-gdf79404cd8, Yosys 0.63+post, stock flow scripts
make -C /OpenROAD-flow-scripts/flow DESIGN_CONFIG=/design/flow/config.mk WORK_HOME=/design/flow/orfs finish
==> ./config.mk <==
export PLATFORM = sky130hd
export DESIGN_NAME = rv32i_core
export DESIGN_NICKNAME = rv32i_core
export VERILOG_FILES = /design/flow/design.v
export SDC_FILE = /design/flow/constraint.sdc
export NUM_CORES = 4
export LEC_CHECK = 1
export CORE_UTILIZATION = 40
==> ./constraint.sdc <==
current_design rv32i_core

set clk_period 30.7
set clk_io_pct 0.2

create_clock -name clk0 -period $clk_period [get_ports {clk}]

set non_clock_inputs [all_inputs -no_clocks]
set_input_delay [expr $clk_period * $clk_io_pct] -clock clk0 $non_clock_inputs
set_output_delay [expr $clk_period * $clk_io_pct] -clock clk0 [all_outputs]
==> notes.md <==
run metrics: CTS tree yes, final wirelength between 200000 and 300000 µm, hold_buf cts 0, Detail Route Antenna Nets 0, Power Dens Cells 59.7 nW/µm², min-delay worst type register to register, Post-synth regs ~1200, switching share of total power between 30% and 40%, critical path's most frequent cell buf_4, Syn Std Cell Area 69800 µm², Mapped Cells a little under 6000, Yosys Instances 5781, tool warnings 94, vias 54085, final tally of max-slew violations 0, P_leak approximately 29 nW, number of enable flip-flop cells 1024, Fin. Hold Viols 0, Post-CTS Setup Bufs 0, die width between 400 and 500 µm, Seq share, synth 49.8%, Synth area leaders edfxtp_1, mux4_2, mux2i_1, final core occ 45.9%, Int Pwr 3.19 mW, Synth top cell by count edfxtp_1, maximum VDD drop 0.0000548 V, Insertion Delay late pin 0.82 ns, max layer used met5, DIE HEIGHT 420 µm, most frequent cells after synthesis edfxtp_1, mux2i_1, o21ai_0, WP data arrival 11.22 ns, Tightest Pin Transition 1.17 ns, r2r setup slk 20.18 ns, Max Fclk 0.0950 GHz, number of port buffers around 160, initial antenna violation count 15, slowest CP cell dfrtp_4, worst path bufs/invs 8, CP max FO 46, Worst EP required ~31 ns, CP endpoint kind register, Top cell area share between 40% and 50%, fin crit period 10.52 ns, RSZ-0062 raised after global routing no, Top FF cell, synth edfxtp_1, vias in the first global route 55114, GP Congestion 1.07, met2 wire len 135000 µm, fp util around two fifths, CTS Buffer Depth 3, Remaining Overflow, GRT 0, die area 176000 µm², Top delay family on crit path buffers and inverters, DRC 0, CP Launch Type register, post-synth top area cell edfxtp_1, I/O pin count between 150 and 200, worst hold margin 0.373 ns, power share of the clock group 32.1%, post-route setup TNS 0 ns, Setup-failing EPs final 0, pin count of the biggest net entering global routing about 120, metal3 WL 43100 µm, WL/cell roughly 35 µm, switching pwr 1.54 mW, sequential share of power 40.9%, # rows approximately 150, Comb power frac 27.0%, Setup Skew 0.0537 ns, CTS Sinks around 1200, 1st-pass router iterations 6, root buffer cell clkbuf_16, gr usage total between 30% and 40%, layout cells sized above 1 16.2%, Ys Warns 3, critical path's largest stage delay 0.76 ns, yosys stat area ~70000 µm², area delta synth->final 13.4%, first-pass GRT wire length 416000 µm, Metal-1 WL 102000 µm, Mapped Avg Cell Area 12.1 µm², fin crit share 34.3%, Yosys cell types about 100, status completed, DR iter-0 viols 4807, Worst slew margin 21.5%, H-tree depth 3, Crit Path Class register to register, number of flip-flops in the largest register just over 1000, # Max-Cap Violations 0, Post-synth ARST share a little over an eighth, vias per cell 6.44, CTS Buf Count between 100 and 150, hpwl dp a little over 200000 µm, cts repair resizes 0, Core ar. 172000 µm², clk slew on worst S/H paths ~0.06 ns
## layout make-up
| type | count | area (µm²) |
|---|---|---|
| multi-input combinational | 4086 | 33100 |
| inverter | 139 | 527 |
| antenna | 9 | 22.5 |
| tap | 2310 | 2890 |
| sequential | 1185 | 34800 |
| fill | 15229 | 93300 |
| timing repair buffer | 446 | 3800 |
| clock buffer | 150 | 3220 |
| clock inverter | 73 | 836 |
## cell usage in the layout (no fill, tap or decap), drive strengths merged, types with 32 or more instances in the layout
master and count:
ha 208, a22oi 44, o21ai 420, o21bai 38, nand3 94, o211ai 41, o22ai 165, clkbuf 150
dfrtp 161, conb 32, a21o 73, xnor2 103, and3 33, or3 41, inv 139, a221oi 32
o221ai 98, a21oi 370, edfxtp 1024, nor3 174, nand2b 40, nand2 364, clkdlybuf4s50 162, o21a 41
nor2 283, a211oi 49, clkinv 51, buf 284, mux2i 504, mux2 117, mux4 278, xor2 50
## metal layers
layer	global-route usage (%)	up-vias
met2	52.4	3456
met5	2.70	-
li1	-	23182
met3	21.0	764
met4	17.0	38
met1	43.8	26645
## cells by family after synthesis
family | after synthesis | share of synthesized area [%]
other | 1 | 0.00537
AND-OR/OR-AND | 1606 | 14.8
XOR/XNOR | 153 | 1.92
buffers and inverters | 541 | 3.51
flip-flops | 1185 | 49.8
AND/OR/NAND/NOR | 1182 | 7.97
adder cells (fa/ha/maj) | 214 | 3.90
multiplexers | 899 | 18.1
## metrics by stage
| step | std cells | total power, mW | setup slack (ns) | area [µm²] |
|---|---|---|---|---|
| finish | 8398 | 4.73 | 20.18 | 79200 |
| global route | 8390 | 4.89 | 19.70 | 79200 |
| CTS | 8389 | 4.72 | 20.29 | 79200 |
| detailed placement | 8166 | 3.21 | 20.29 | 75100 |
| global placement | 8165 | 3.22 | 20.32 | 75100 |
| floorplan | 5812 | 2.69 | 20.21 | 70000 |
## worst reg2reg max path, cell delays in order, from the launching register on
cell and delay [ns]:
dfrtp_4 0.76, buf_4 0.70, buf_4 0.71, buf_4 0.62, buf_4 0.71, buf_4 0.74
buf_4 0.70, mux2_2 0.44, a21oi_1 0.14, o21ai_0 0.15, o22ai_1 0.21, nor3_1 0.07
o21ai_0 0.23, buf_4 0.19, ha_1 0.25, nand3_1 0.10, o21bai_1 0.08, o221a_2 0.23
or3_1 0.42, or3_1 0.47, a211o_1 0.31, a221oi_1 0.37, o211a_2 0.43, buf_4 0.54
nor2_1 0.42, a221o_1 0.42
## final timing paths
check,to,cells after the start,from
worst max-delay path,pc[3],25,instr_reg[20]
worst min-delay path,pc_reg[17],0,pc[17]
worst max register to register,pc[3],25,instr_reg[20]
worst min register to register,pc_reg[17],0,pc[17]
max in group asynchronous,instr_reg[15],3,rst
min in group asynchronous,mem_wdata_reg[18],2,rst
## power by group through the flow
stage | logic (mW) | registers (mW) | clock network [mW]
4_1_cts | 1.25 | 1.93 | 1.54
6_report | 1.28 | 1.93 | 1.52
5_1_grt | 1.36 | 1.94 | 1.60
Power figures rest on the tool's default switching activity, not on a simulated workload.
